===== /design/flow/config.mk =====
export PLATFORM = sky130hd
export DESIGN_NAME = APB_Protocol
export DESIGN_NICKNAME = APB_Protocol
export VERILOG_FILES = /design/flow/design.v
export SDC_FILE = /design/flow/constraint.sdc
export NUM_CORES = 4
export LEC_CHECK = 1
export CORE_UTILIZATION = 40

===== /design/flow/constraint.sdc =====
current_design APB_Protocol

set clk_period 27.6
set clk_io_pct 0.2

create_clock -name clk0 -period $clk_period [get_ports {pclk}]

set non_clock_inputs [all_inputs -no_clocks]
set_input_delay [expr $clk_period * $clk_io_pct] -clock clk0 $non_clock_inputs
set_output_delay [expr $clk_period * $clk_io_pct] -clock clk0 [all_outputs]

===== /design/flow/design.v =====
module APB_Protocol (
  input presetn,
  input pclk,
  input psel,
  input penable,
  input pwrite,
  input [31:0] paddr, pwdata,
  output reg [31:0] prdata,
  output reg pready, pslverr
);
  reg [31:0] mem [32];
  typedef enum {idle = 0, setup = 1, access = 2, transfer = 3} state_type;
  state_type state = idle; 
  always@(posedge pclk)
    begin
      if(presetn == 1'b0)  
        begin
        state <= idle;
        prdata <= 32'h00000000;
        pready <= 1'b0;
        pslverr <= 1'b0;
        for(int i = 0; i < 32; i++) 
        begin
          mem[i] <= 0;
        end
       end 
      else 
        begin
      case(state)
      idle : 
      begin
        prdata <= 32'h00000000;
        pready <= 1'b0;
        pslverr <= 1'b0;
        state   <= setup;
      end
      setup:  
      begin
           if(psel == 1'b1)
             state <= access;
           else
             state <= setup;
      end
      access: 
      begin 
        if(pwrite && penable) 
          begin
            if(paddr < 32) 
            begin
            mem[paddr] <= pwdata;
            state <= transfer;
            pslverr <= 1'b0;
            pready  <= 1'b1;
            end
            else 
            begin
            state <= transfer;
            pready <= 1'b1;
            pslverr <= 1'b1;
            end
          end
        else if (!pwrite && penable)
            begin
            if(paddr < 32) 
            begin
            prdata <= mem[paddr];
            state <= transfer;
            pready <= 1'b1;
            pslverr <= 1'b0;
            end
            else 
            begin
            state <= transfer;
            pready <= 1'b1;
            pslverr <= 1'b1;
            prdata <= 32'hxxxxxxxx;
            end
          end
        else
           state <= setup;
       end  
        transfer: begin
          state <= setup;
          pready <= 1'b0;
          pslverr <= 1'b0;
        end
      default : state <= idle;
      endcase
    end
  end
endmodule

===== /design/flow/run.sh =====
#!/bin/bash
# OpenROAD 26Q1-2900-gdf79404cd8, Yosys 0.63+post, stock flow scripts
make -C /OpenROAD-flow-scripts/flow DESIGN_CONFIG=/design/flow/config.mk WORK_HOME=/design/flow/orfs finish

==> flow_summary.ini <==
; generated from flow reports
[cts]
cts_buffer_depth = 3
clk_latency_ns = 0.69
cts.repair.resized = 0
clock_sinks = 1060
cts_setup_buffers = 0
cts_tree = done
cts_buffers = 110
root_buffer = clkbuf_16
cts_max_level = 3
clkTransAtPathRegs_ns = 0.06
ctsHoldBuffers = 0

[routing]
wirelength_mm = 135
first_iter_violations = 1584
vias = 27596
antenna_violating_nets_post_route = 0
routedWlPerCell_um = 26.5
via_per_inst = 5.40
drc = 0
dr.pass1.iters = 5

[setup_path]
path_delay_family = buffers and inverters
end_kind = flip-flop
startpoint_type = input port
worstSetupPathType = input port to flip-flop
critPathSlowestCell = buf_4
required_ns = 28.18
path_buffers = 5
cp.arrival_ns = 9.42
crit_fanout = 68
cpPeakStageDelay_ns = 0.71
crit_top_cell = buf_4
path_cells = buf_8, buf_4, buf_4, buf_4, mux2i_1, o22ai_1, nor4_1, buf_4, nand2_1, a22o_1

[final_timing]
period_used_share = 0.320
skew_ns = 0.0249
clock.fmax_ghz = 0.113
maxSlewHeadroom = 0.210
setup_ws_ns = 18.76
finalCriticalPeriod_ns = 8.84
rsz0062_at_grt = false
finalSetupViolations = 0
slew_viol_final = 0
fin_tns_setup_ns = 0
finalHoldViolations = 0
worst_pin_slew_ns = 1.17
holdWs_ns = 0.495

[floorplanning]
fp-utilization = 0.403
die_h_um = 347
fp-row-count = 126
core-area_mm2 = 0.118
pin_count = 103
die_x_um = 347
design.die.area_mm2 = 0.120

[cells_and_area]
lay_top_count = and2_1
n_fill_cell = 9962
fin_cells = 5106
syn_to_final_growth_pct = 14.0
final_layout_top_logic_cells = 1025 x and2_1, 1024 x edfxtp_1, 512 x mux2i_1
post-route-util = 0.460
drive_gt1_frac = 0.107

[grt]
grt_pass1_vias = 28459
grt_pass1_wl_mm = 194
antenna_found_initial = 10
grt_max_degree = 92
track_usage = 0.243
grt_overflow_total = 0

[synth]
synth.distinct_cells = 39
yosys_area_mm2 = 0.0476
yosysSeqAreaShare = 0.661
yosysWarnings = 1
ys_seq_elements = 1060
ys_cells = 3445
synth_area_mm2 = 0.0476
syn_inst = 3445
synth_area_per_cell_um2 = 13.8

[place]
place_congestion = 0.852
dp_slack_ns = 18.07
portBuffers = 102
post-place-cells = 4903
dpl.hpwl_mm = 73.3

[run]
drv_cap = 0
warning_count = 28

[outcome]
status = finished, final reports clean

[min_path]
hold_path.class = flip-flop to flip-flop

[power]
power-per-cell-area_mw_per_mm2 = 63.7
p_leak_nw = 20.6
vdd_drop_max_mv = 0.0473
area by class of cell:
cell class	count	area [µm²]	share of cell area
flip-flops and latches	1060	31500	0.580
clock buffers	171	3210	0.0590
repair buffers	255	2180	0.0402
well taps	1536	1920	0.0354
inverters	4	15.0	0.000277
diodes	4	10.0	0.000184
clock inverters	28	280	0.00516
multi-input cells	2048	15200	0.280
state kept, by name (all words and copies together), names as in the netlist:
name     cells
state        2
pslverr      1
prdata      32
pready       1
mem       1024
synth_stat cells (all sizes together):
| cell | n | area share |
|---|---|---|
| a21boi | 2 | 0.00032 |
| a21oi | 2 | 0.00021 |
| a22o | 32 | 0.0059 |
| and2 | 1025 | 0.13 |
| and3 | 1 | 0.00013 |
| and4 | 1 | 0.00018 |
| buf | 38 | 0.0049 |
| clkbuf | 295 | 0.024 |
| dfxtp | 36 | 0.015 |
| edfxtp | 1024 | 0.65 |
| ha | 3 | 0.00079 |
| inv | 4 | 0.00032 |
| mux2i | 512 | 0.11 |
| nand2 | 39 | 0.0031 |
| nand2b | 3 | 0.00039 |
| nand3 | 6 | 0.00063 |
| nand3b | 2 | 0.00032 |
| nand4 | 2 | 0.00026 |
| nand4b | 4 | 0.00074 |
| nand4bb | 6 | 0.0014 |
| nor2 | 34 | 0.0039 |
| nor2b | 3 | 0.00039 |
| nor3 | 2 | 0.00021 |
| nor4 | 70 | 0.0097 |
| nor4b | 1 | 0.00018 |
| o21a | 1 | 0.00016 |
| o21ai | 32 | 0.0034 |
| o221a | 1 | 0.00024 |
| o22ai | 256 | 0.034 |
| or3 | 1 | 0.00013 |
| or4 | 3 | 0.00047 |
| or4b | 4 | 0.00084 |
metrics by stage:
step | area (µm²) | power (mW)
6_report | 54300 | 3.46
5_1_grt | 54300 | 3.56
4_1_cts | 54300 | 3.48
3_5_place_dp | 50800 | 2.06
3_3_place_gp | 50800 | 2.06
2_1_floorplan | 47600 | 1.97
worst min-delay path, delay by kind of cell, from the launching register on:
family	cells	cell delay [ns]
AOI/OAI and AO/OA	1	0.07
and+or+nand+nor	1	0.06
DFF	1	0.32
power by group:
| group | total (mW) | switching (mW) | internal [mW] |
|---|---|---|---|
| Sequential | 1.82 | 0.0123 | 1.81 |
| Clock | 1.44 | 0.598 | 0.838 |
| Combinational | 0.205 | 0.141 | 0.0641 |
| Total | 3.46 | 0.752 | 2.71 |
cell families (layout without fill, tap and decap cells):
kind of cell	after synthesis	count (layout)	share of synthesized area
other	0	4	0
AND-OR/OR-AND	326	326	0.0438
adder cells (fa/ha/maj)	3	3	0.000788
flip-flops	1060	1060	0.661
buffers and inverters	337	458	0.0294
multiplexers	512	512	0.108
AND/OR/NAND/NOR	1207	1207	0.158
path summary, 6_finish.rpt:
check	end	slack, ns	from	depth (start not counted)
max reg2reg	mem[3][19]	24.48	state[0]	8
max	prdata[4]	18.76	paddr[1]	10
min reg2reg	pready	0.50	pready	2
min	pready	0.50	pready	2
metal layers:
layer	wire length, µm	vias up	part of all wire	global-route usage
met1	49900	13355	0.37	0.320
met3	18600	235	0.14	0.144
met4	3610	16	0.027	0.0535
li1	-	12600	-	-
met2	62700	1390	0.46	0.360
met5	234	-	0.0017	0.0104
Power and IR drop assume default switching activity.
